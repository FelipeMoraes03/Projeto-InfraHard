==> flow/design.v <==
module LS_Control (input [31:0] b,
                  input [1:0] control,
                  input control2,
                  input [31:0] mdr,
                  input clock,
                  input reset,
                  output reg [31:0] out);
  always @(posedge clock)
    begin
      if(reset)
        out = 32'b0;
      else begin
        if (control2 == 1'b1) begin
          if(control == 2'b01) begin
            out =  {b[7:0], mdr[23:0]};  
          end    
          else if (control == 2'b10) begin
            out = {b[15:0] , mdr[15:0]};  
          end
          else if(control == 2'b11) begin
            out = b;  
          end
        end    
        else begin
          if(control == 2'b01) begin
            out =  {24'b0, mdr[7:0]};
          end
          else if (control == 2'b10) begin
            out = {16'b0, mdr[15:0]};
          end
          else if(control == 2'b11) begin
            out = mdr;
          end
        end
      end
    end
endmodule
==> flow/run.sh <==
#!/bin/bash
# OpenROAD 26Q1-2900-gdf79404cd8, Yosys 0.63+post, stock flow scripts
make -C /OpenROAD-flow-scripts/flow DESIGN_CONFIG=/design/flow/config.mk WORK_HOME=/design/flow/orfs finish
==> flow/config.mk <==
export PLATFORM = sky130hd
export DESIGN_NAME = LS_Control
export DESIGN_NICKNAME = LS_Control
export VERILOG_FILES = /design/flow/design.v
export SDC_FILE = /design/flow/constraint.sdc
export NUM_CORES = 4
export LEC_CHECK = 1
export CORE_UTILIZATION = 40
==> flow/constraint.sdc <==
current_design LS_Control

set clk_period 3.5
set clk_io_pct 0.2

create_clock -name clk0 -period $clk_period [get_ports {clock}]

set non_clock_inputs [all_inputs -no_clocks]
set_input_delay [expr $clk_period * $clk_io_pct] -clock clk0 $non_clock_inputs
set_output_delay [expr $clk_period * $clk_io_pct] -clock clk0 [all_outputs]
==> results.yml <==
# flow metrics
synthesis:
  top_area_frac: 0.298
  yosys-top-cells-area: "dfxtp_1, mux2i_1, a21o_1"
  yosys_area_sq_mm: 0.00215
  edf_count: 0
  synth_area_sq_mm: 0.00215
  ys.flop_type: "dfxtp_1"
  syn_area_per_cell_sq_um: 8.24
  async_flop_share: 0
  largest_area_cell: "dfxtp_1"
  synth_cell_type_count: 34
  ys.warnings.count: 1
  postSynthSeqShare: 0.298
  syn_inst: 261
  numSynthFlops: 32
  ys_cells: 261
place:
  post-dp-hpwl_mm: 4.33
  routabilityCongestion: 0.795
  io_buffers: 100
cells_and_area:
  largest_register_ffs: 32
  drive_above_1_share: 0.0843
  lay_top_cells: "clkdlybuf4s50_1, dfxtp_1, nor2_1"
  syn2layout_area_growth_pct: 48.4
  layout_top_cell: "clkdlybuf4s50_1"
  fill_cells: 475
clock_tree:
  clockBufferDepth: 2
  cts_made_buffers: 5
  clkLatencyLatePin_ns: 0.28
  cts_resized: 0
  cts_tree: "done"
  cts.sinks: 32
  cts_setup_buffers: 0
  clk_pin_slew_ns: 0.07
  htree_levels: 2
  root_buffer: "clkbuf_8"
  ctsHoldBuffers: 0
worst_setup_path:
  cp.required_ns: 3.65
  worstPathMaxFanout: 39
  critPathLaunchType: "input pin"
  rrSetupSlack_ns: 2.55
  r2r-start: "out[27]"
  cp-end-kind: "flop"
  reg2reg_depth: 3
  arrival_ns: 2.36
  setup.worst_path.start: "control2"
  timing.rr.end: "out[27]"
  crit_end: "out[24]"
  criticalPathCategory: "in -> reg"
detailed_routing:
  first_pass_iters: 4
  ant_nets: 0
  drt_iter0_drc: 102
  vias: 2229
  wl_mm: 6.15
  num_antenna_cells: 0
  viasPerCell: 5.38
  drc: 0
  wl_per_cell_um: 14.9
power:
  pwr-share-seq: 0.405
  clkPwrFrac: 0.304
  power.switching_uw: 261
  p_per_area_mw_per_mm2: 316
  internal_power_uw: 746
  switching_share: 0.259
  p_comb_frac: 0.291
  total_power_mw: 1.01
  leakagePower_nw: 1.25
  peakVddDrop_mv: 0.172
outcome:
  outcome: "finished clean"
floorplanning:
  die_h_um: 75.3
  fp-utilization: 0.418
  die_x_um: 75.3
  ioPinCount: 101
  core_area_sq_mm: 0.00514
  rows: 26
  dieArea_sq_mm: 0.00567
timing:
  setup_viol: 0
  fmax_ghz: 0.452
  slew_headroom: 0.471
  worst_hold_slack_ns: 0.491
  finalClockPeriodUsage: 0.632
  rsz0062_at_grt: "no"
  finalMaxSlewViolations: 0
  period_minus_slack_ns: 2.21
  tightestPinTransition_ns: 0.792
  tns_ns: 0
  hold_viol: 0
  fin_skew_ns: 0
job:
  maxCapViolations: 0
  warning_count: 26
worst_hold_path:
  hold_path.class: "reg -> reg"
global_route:
  grt_max_degree: 40
  grt-ovfl-total: 0
  grt_pass1_vias: 1971
  grt_pass1_wl_mm: 9.67
  track_usage: 0.225
  antenna_found_initial: 0
cell type report:
class	instances	area (sq um)	share of cell area
Multi-Input combinational cell	199	1340	0.420
Timing Repair Buffer	105	1020	0.321
Sequential cell	32	641	0.201
Clock buffer	7	96.3	0.0302
Tap cell	70	87.6	0.0275
Inverter	1	3.75	0.00118
how the worst min path moves through the flow:
stage / cells past startpoint / slack [ns] / endpoint / startpoint
CTS: 2 / 0.49 / out[24] / out[24]
global route: 2 / 0.51 / out[13] / out[13]
finish: 2 / 0.49 / out[0] / out[0]
Yosys cell counts, types with 5 or more instances:
| master | number |
|---|---|
| mux2i_1 | 14 |
| nand3_1 | 5 |
| a21boi_1 | 8 |
| nor4_1 | 5 |
| a211oi_2 | 5 |
| a21oi_1 | 9 |
| and3_1 | 8 |
| buf_2 | 10 |
| nor2b_1 | 12 |
| o21ai_1 | 8 |
| a311oi_1 | 11 |
| a211oi_1 | 11 |
| nor4b_1 | 5 |
| dfxtp_1 | 32 |
| nor2_1 | 27 |
| buf_4 | 8 |
| nand2_1 | 26 |
| o22a_1 | 8 |
| a21o_1 | 14 |
| clkbuf_1 | 9 |
power by group through the flow:
stage,sequential (mW),combinational (mW),clock (mW)
CTS,0.408,0.295,0.317
global route,0.412,0.321,0.333
finish,0.408,0.293,0.307
through the flow:
| stage | cell area (sq um) | util | worst slack, ns | instances |
|---|---|---|---|---|
| 2_1_floorplan | 2150 | - | 1.91 | 261 |
| 3_3_place_gp | 3090 | 0.602 | 1.03 | 407 |
| 3_5_place_dp | 3090 | 0.602 | 1.01 | 407 |
| 4_1_cts | 3190 | 0.621 | 1.31 | 414 |
| 5_1_grt | 3190 | 0.621 | 1.12 | 414 |
| 6_report | 3190 | 0.621 | 1.29 | 414 |
critical path, cell delays in order:
cell	delay (ns)
buf_2	0.54
buf_4	0.49
mux2_2	0.38
a32oi_1	0.14
a31oi_1	0.10
cell families after synthesis:
kind of cell	Yosys count	share of synthesized area
buffers and inverters	30	0.0792
and+or+nand+nor	93	0.214
muxes	16	0.0757
DFF	32	0.298
AOI/OAI and AO/OA	90	0.333
routing by layer:
metal / global-route usage / vias to the layer above / wire length, um
li1: - / 1137 / -
met2: 0.354 / 69 / 2830
met5: 0 / - / 0
met1: 0.339 / 1021 / 2890
met3: 0.0483 / 2 / 407
met4: 0.0185 / 0 / 25
Power figures rest on the tool's default switching activity, not on a simulated workload.
