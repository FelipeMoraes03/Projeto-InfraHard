[flow/run.sh]
#!/bin/bash
# OpenROAD 26Q1-2900-gdf79404cd8, Yosys 0.63+post, stock flow scripts
make -C /OpenROAD-flow-scripts/flow DESIGN_CONFIG=/design/flow/config.mk WORK_HOME=/design/flow/orfs finish
[flow/config.mk]
export PLATFORM = sky130hd
export DESIGN_NAME = mult_div
export DESIGN_NICKNAME = mult_div
export VERILOG_FILES = /design/flow/design.v
export SDC_FILE = /design/flow/constraint.sdc
export NUM_CORES = 4
export LEC_CHECK = 1
export CORE_UTILIZATION = 50
[flow/constraint.sdc]
current_design mult_div

set clk_period 34.6
set clk_io_pct 0.2

create_clock -name clk0 -period $clk_period [get_ports {clk}]

set non_clock_inputs [all_inputs -no_clocks]
set_input_delay [expr $clk_period * $clk_io_pct] -clock clk0 $non_clock_inputs
set_output_delay [expr $clk_period * $clk_io_pct] -clock clk0 [all_outputs]
[flow/design.v]
module mult_div (
    input wire clk,
    input wire [1:0] mult_div_control,  
    input wire reset,
    input wire [31:0] a,
    input wire [31:0] b,
    output reg [31:0] high,
    output reg [31:0] low,
    output reg div_zero
);
    reg signed [63:0] Out;
    integer counter_mult;
    reg [31:0] Q1;
    reg Qres;
    reg mult_end;
    reg [31:0] aux_a;
    reg [31:0] aux_b;
    reg [31:0] comp_b;
    reg sign_a;
    reg sign_b;
    reg div_start;
    reg div_end;
    reg [31:0] aux_result;
    reg [31:0] aux_remainder;
    reg [32:0] aux_diff;
    integer counter_div;
    always @(posedge clk)
    begin
        if (mult_div_control == 2'b00 || mult_div_control == 2'b11)
        begin
          Qres = 1'd0;
          Out = 64'd0;
          Q1 = 32'd0;
          counter_mult = 0;
          mult_end = 0;
          sign_a = 1'b0;  
          sign_b = 1'b0;  
          div_start = 1'b0;
          div_zero = 1'b0;
          div_end = 1'b0;
          aux_result = 32'b0;
          aux_remainder = 32'b0;
          aux_diff = 33'b0;
          counter_div = 31;
          high = 32'b0;
          low = 32'b0;
        end
        else if (mult_div_control == 2'b01)  
        begin
            if (reset)
            begin
                Out = 64'd0;
                Q1 = 32'd0;
                Qres = 0;
                counter_mult = 0;
                mult_end = 0;
            end
            if (!mult_end) 
            begin
                case({a[counter_mult], Qres})
                    2'b01: Out[63:32] = Out[63:32] + b;
                    2'b10:
                    begin
                        Q1 = - b;
                        Out[63:32] = Out[63:32] + Q1;
                    end
                endcase
                Out = Out >>> 1;
                Qres = a[counter_mult];
                counter_mult = counter_mult + 1;
                if (counter_mult == 32)
                begin
                    if (b == 32'h8000_0000)								
                        begin
                        Out = - Out;
                    end
                    high = Out[63:32];
                    low = Out[31:0];
                    mult_end = 1;     
                end
            end
        end
      else if (mult_div_control == 2'b10)  
        begin
            if (reset)
            begin
                high = 32'b0;
                low = 32'b0;
                div_zero = 1'b0;
                div_start = 1'b0;
                div_end = 1'b1;
                sign_a = 1'b0;
                sign_b = 1'b0;
                aux_result = 32'b0;
                aux_remainder = 32'b0;
                aux_diff = 32'b0;
                counter_div = 0;
            end
            if (!div_end)
            begin
                if (!div_start)
                begin
                    if (b == 32'b0)
                    begin
                        div_zero = 1'b1;
                        div_end = 1'b1;
                    end
                    else
                    begin  
                        if (a[31])
                        begin
                            aux_a = (~a + 1'b1);
                            sign_a = 1'b1;
                        end
                        else
                        begin
                            aux_a = a; 
                        end
                        if (b[31])
                        begin
                            aux_b = (~b + 1'b1);
                            sign_b = 1'b1;
                        end
                        else
                        begin
                            aux_b = b; 
                        end
                    end
                    div_start = 1'b1;
                end
                if (div_start)
                begin
                    aux_remainder = aux_remainder << 1;  
                    aux_remainder[0] = aux_a[counter_div];
                    comp_b = (~aux_b + 1'b1);
                    aux_diff = aux_remainder + comp_b;  
                    if (aux_diff[32])  
                    begin
                        aux_remainder = aux_diff[31:0];
                    end
                    aux_result[counter_div] = aux_diff[32];  
                    counter_div = counter_div - 1;
                    if (counter_div == -1)
                    begin
                        if (sign_a ^ sign_b)
                        begin
                            high = (~aux_result + 1'b1);
                        end
                        else
                        begin
                            high = aux_result;
                        end
                        if (sign_a)
                        begin
                            low = (~aux_remainder + 1'b1);
                        end
                        else
                        begin
                            low = aux_remainder;
                        end
                        div_end = 1'b1;
                    end
                end
            end
        end
    end
endmodule
==> flow_metrics.py <==
# Auto-generated metrics
metrics = {
    "detailed_routing": {
        "wire_per_inst_um": 22.9,
        "wirelength_mm": 106,
        "dr.pass1.iters": 6,
        "drtIter0Drc": 2614,
        "diodes": 0,
        "drc_errors": 0,
        "num_vias": 29600,
        "avgViaCountPerCell": 6.42,
        "antenna_left": 0,
    },
    "yosys": {
        "syn_area_per_cell_um2": 7.32,
        "synth_cell_types": 96,
        "numSynthFlops": 325,
        "edf_count": 64,
        "top_cells_by_count": "nor2_1, nand2_1, a21oi_1",
        "yosys-top-cells-area": "dfxtp_1, edfxtp_1, nor2_1",
        "ys_cells": 3869,
        "yosysChipArea_um2": 28300,
        "synthCells": 3869,
        "ys_async_sr_fraction_pct": 0,
        "synth-main-ff-cell": "dfxtp_1",
        "most_common_cell": "nor2_1",
        "top_area_cell": "dfxtp_1",
        "ys_warn_count": 1,
        "yosysSeqAreaShare_pct": 25.2,
        "top_cell_area_share_pct": 18.5,
        "syn_area_um2": 28300,
    },
    "flow_run": {
        "warning_count": 29,
        "cap_violations": 0,
    },
    "floorplan": {
        "die-height_um": 240,
        "dieArea_um2": 57600,
        "num_rows": 86,
        "core_um2": 55500,
        "ios": 133,
        "die_w_um": 240,
        "initCoreUtil_pct": 51.0,
    },
    "clocking": {
        "numCtsBuffers": 40,
        "ctsResizeCount": 0,
        "cts_buffer_depth": 3,
        "post_cts_buffers": 0,
        "clock.latency.late_pin_ns": 0.59,
        "h-tree-depth": 2,
        "cts_hold_buf": 0,
        "clkSinkCount": 325,
        "clk_root_buffer_cell": "clkbuf_16",
        "clk_pin_slew_ns": 0.06,
        "cts_tree": "done",
    },
    "final_timing": {
        "slew_violations": 0,
        "fin_setup_tns_ns": 0,
        "finalHoldViolations": 0,
        "setup_viol": 0,
        "finalClockPeriodUsage_pct": 46.5,
        "fin_ws_ns": 18.52,
        "rsz0062_at_grt": "no",
        "period_needed_ns": 16.08,
        "skew_ns": 0.0431,
        "tightest_slew_ns": 0.845,
        "whs_ns": 0.447,
        "fmax_mhz": 62.2,
        "slew_headroom_pct": 43.1,
    },
    "critical_path": {
        "critPathSlowestCell": "or4_1",
        "critical_path_arrival_ns": 16.58,
        "crit_path_max_incr_delay_ns": 0.72,
        "path_common_cell": "or4_1",
        "crit_fanout": 64,
        "critPathKind": "primary input to flip-flop",
        "cp.required_ns": 35.10,
        "cp-end-kind": "flip-flop",
        "worstSetupStartpointType": "primary input",
    },
    "place": {
        "routabilityCongestion": 1.02,
        "place_ws_ns": 18.05,
        "io_buffers": 132,
        "dpl_cell_area_um2": 30100,
        "dp_hpwl_mm": 77.6,
    },
    "grt": {
        "antenna_found_initial": 2,
        "grt_overflow": 0,
        "grt_pass1_vias": 26600,
        "grt_start_max_net_pins": 116,
        "grt_pass1_wl_mm": 161,
        "track_usage_pct": 37.4,
    },
    "layout": {
        "utilization_pct": 56.6,
        "layout-drive-gt1-share_pct": 6.00,
        "final_area_um2": 31400,
        "syn_to_final_growth_pct": 10.9,
    },
    "pwr": {
        "vdd_drop_max_mv": 0.0491,
        "leakage_uw": 0.0112,
        "p_per_area_nw_per_um2": 38.3,
    },
    "min_path": {
        "worstHoldPathType": "flip-flop to flip-flop",
    },
    "outcome": {
        "status": "finished clean",
    },
}
==> metal layers <==
layer | vias to the layer above | global-route usage, % | routed length [um]
met4 | 2 | 10.5 | 3770
met5 | - | 0 | 10
li1 | 14100 | - | -
met3 | 201 | 11.0 | 11400
met2 | 1382 | 52.7 | 44000
met1 | 14000 | 56.4 | 46600
==> final timing paths <==
kind                             startpoint                              to  slack [ns]  cells past startpoint
min reg2reg  aux_remainder[29]$_SDFFE_PP0P_  aux_remainder[29]$_SDFFE_PP0P_        0.45                      2
max reg2reg     counter_div[0]$_SDFFE_PP1P_            low[18]$_SDFFE_PP0P_       25.93                     29
max                                   b[14]            low[18]$_SDFFE_PP0P_       18.52                     31
min          aux_remainder[29]$_SDFFE_PP0P_  aux_remainder[29]$_SDFFE_PP0P_        0.45                      2
==> layout by cell type (no fill, tap or decap), types with 70 or more instances in the layout <==
cell | Yosys | final
nor2_1 | 471 | 467
nand2_1 | 390 | 389
a21oi_1 | 292 | 291
o21ai_0 | 282 | 281
dfxtp_1 | 261 | 261
xnor2_1 | 193 | 192
nor3_1 | 133 | 132
clkdlybuf4s50_1 | 0 | 131
xor2_1 | 98 | 98
nor2b_1 | 97 | 97
inv_1 | 89 | 88
nand3_1 | 83 | 82
ha_1 | 76 | 73
a211oi_1 | 72 | 72
mux2i_1 | 70 | 70
==> final cells by class <==
type | count | area (um^2)
Fill cell | 4993 | 24100
Multi-Input combinational cell | 3173 | 19800
Sequential cell | 325 | 7150
Timing Repair Buffer | 201 | 1850
Clock buffer | 52 | 1080
Tap cell | 748 | 936
Inverter | 94 | 355
Clock inverter | 22 | 213
==> sequential cells by signal (all words and copies together), names as in the netlist, 31 cells and up <==
name           count
low               32
counter_div       32
aux_remainder     31
Out               63
high              32
aux_result        32
aux_b             32
counter_mult      32
aux_a             32
==> stage by stage <==
stage / power (uW) / cells
after CTS: 1200 / 4615
after detailed placement: 774 / 4541
after global routing: 1250 / 4615
after global placement: 772 / 4541
after floorplan: 658 / 3869
final: 1200 / 4615
==> kinds of logic (layout without fill, tap and decap cells) <==
kind of cell / count (synthesis) / in the layout / synth area share (%)
compound gates: 1164 / 1164 / 26.6
fa+ha+maj: 78 / 78 / 3.50
buf+inv: 371 / 369 / 5.15
xor+xnor: 291 / 291 / 9.00
flops: 325 / 325 / 25.2
simple gates: 1545 / 1545 / 26.8
mux: 95 / 95 / 3.73
==> critical path: cells and delay by family <==
family / cells / cell delay, ns
AOI/OAI and AO/OA: 10 / 2.64
muxes: 2 / 0.39
xor gates and xnor gates: 2 / 0.32
adders and majority gates: 2 / 0.60
and+or+nand+nor: 12 / 4.47
buffers and inverters: 3 / 1.21
==> power by group <==
part | total [uW] | switching [uW] | internal [uW]
logic | 361 | 234 | 127
clock network | 427 | 177 | 250
registers | 416 | 15.0 | 401
Power and IR drop assume default switching activity.
